File: design/flow/config.mk
export PLATFORM = sky130hd
export DESIGN_NAME = register_file
export DESIGN_NICKNAME = register_file
export VERILOG_FILES = /design/flow/design.v
export SDC_FILE = /design/flow/constraint.sdc
export NUM_CORES = 4
export LEC_CHECK = 1
export CORE_UTILIZATION = 30
File: design/flow/constraint.sdc
current_design register_file

set clk_period 31.6
set clk_io_pct 0.2

create_clock -name clk0 -period $clk_period [get_ports {clk}]

set non_clock_inputs [all_inputs -no_clocks]
set_input_delay [expr $clk_period * $clk_io_pct] -clock clk0 $non_clock_inputs
set_output_delay [expr $clk_period * $clk_io_pct] -clock clk0 [all_outputs]
File: design/flow/design.v
module register_file (
    input logic clk,
    input logic reset_n,
    input logic[4:0] rs1_addr,
    input logic[4:0] rs2_addr,
    input logic[4:0] rd_addr,
    input logic[31:0] write_data,
    input logic write_enable,
    output logic [31:0] rs1_data,
    output logic [31:0] rs2_data
);
    reg [31:0] registers [31:0];
    assign rs1_data = registers[rs1_addr];
    assign rs2_data = registers[rs2_addr];
    always_ff @(posedge clk) begin
        if (!reset_n) begin
            registers[0] <= 32'b0;
            registers[1] <= 32'h1;
            registers[2] <= 32'h2;
            registers[3] <= 32'h3;
            registers[4] <= 32'h4;
            registers[5] <= 32'h5;
            registers[6] <= 32'h6;
            registers[7] <= 32'h7;
            registers[8] <= 32'h8;
            registers[9] <= 32'h9;
            registers[11] <= 32'h11;
            registers[10] <= 32'h10;
            registers[12] <= 32'h12;
            registers[13] <= 32'h13;
            registers[14] <= 32'h14;
            registers[15] <= 32'h15;
            registers[16] <= 32'h16;
            registers[17] <= 32'h17;
            registers[18] <= 32'h18;
            registers[19] <= 32'h19;
            registers[20] <= 32'h20;
            registers[21] <= 32'h21;
            registers[22] <= 32'h22;
            registers[23] <= 32'h23;
            registers[24] <= 32'h24;
            registers[25] <= 32'h25;
            registers[26] <= 32'h26;
            registers[27] <= 32'h27;
            registers[28] <= 32'h28;
            registers[29] <= 32'h29;
            registers[30] <= 32'h30;
            registers[31] <= 32'h31;
        end else begin
            if (write_enable && rd_addr != 5'd0) begin
                registers[rd_addr] <= write_data;
            end else begin
                registers[rd_addr] <= registers[rd_addr];
            end
        end
    end
endmodule
File: design/flow/run.sh
#!/bin/bash
# OpenROAD 26Q1-2900-gdf79404cd8, Yosys 0.63+post, stock flow scripts
make -C /OpenROAD-flow-scripts/flow DESIGN_CONFIG=/design/flow/config.mk WORK_HOME=/design/flow/orfs finish
==> flow_summary.toml <==
# physical design summary
[outcome]
status = "complete, no violations"

[run]
warnings = 26
drv_cap = 0

[timing]
setup_ws_ns = 14.08
rsz0062_at_grt = "false"
fmax_ghz = 0.0571
report.final.setup_viol = 0
worstMarginPinSlew_ns = 1.05
drv_slew = 0
hold_violations = 0
fin_crit_sh_pct = 55.5
max-slew-margin-rel_pct = 29.9
tns_ns = 0
period_minus_slack_ns = 17.52

[logic_synthesis]
syn_inst = 4625
synth_top_area_share_pct = 55.1
edf_count = 1024
ff_type = "edfxtp_1"
yosys.area.top_type = "edfxtp_1"
ys.flops = 1024
ys_area_um2 = 55900
yosys-stat-cells = 4625
netlist_area_um2 = 55900
synth_cell_types = 33
topCellsByArea = "edfxtp_1, mux2i_1, and2_1, a22oi_1, a22o_1"
ys.warnings.count = 1
synthArstFlopShare_pct = 0
syn_avg_cell_area_um2 = 12.1
synth_seq_share_pct = 55.1

[worst_setup_path]
crit_fanout = 54
crit_chain = "buf_8, buf_4, buf_4, buf_4, buf_4, mux2i_1, a22o_1, nor3_1, a31oi_1, nand3_1, clkdlybuf4s50_1"
arrival_ns = 11.20
crit_top_cell = "buf_4"
worst_setup_path_end_kind = "output port"
path_buffers = 6
critPathMaxStageDelay_ns = 0.72
path_class = "in -> out"
crit_family = "buffers and inverters"
required_ns = 25.28
cp-start-kind = "input port"
crit_slowest_cell = "buf_4"

[layout]
layout_top_cells = "mux2i_1, edfxtp_1, and2_1"
syn_to_final_growth_pct = 13.3
drive_gt1_share_pct = 8.45
largest_reg_flops = 1024
reg.largest.list = "registers x1024"
final_cell_area_um2 = 63300
regMostFlops = "registers"
n_fill_cell = 17731

[route]
vias = 38295
ant_nets = 0
wire_per_inst_um = 27.8
drc_errors = 0
via_per_inst = 5.35
drt_first_iter_violations = 2722
firstDrtPassIters = 5
wl_mm = 199

[clock_tree]
cts_buffer_depth = 3
cts_tree = "yes"
cts-htree-levels = 3
clkSinkCount = 1024
hold_buffers = 0
post_cts_resized = 0
cts_setup_buffers = 0
numCtsBuffers = 110
clk_pin_slew_ns = 0.06
clockRootBuffer = "clkbuf_16"

[placement]
postPlaceCellArea_um2 = 59900
gp_congestion = 0.903
port_buffers = 113
dp_slack_ns = 14.17
dp_hpwl_mm = 114

[floorplanning]
die_area_um2 = 188000
fp.dieW_um = 433
die_h_um = 433
fp-utilization_pct = 30.2
rows = 158
pin_count = 114
core_area_um2 = 185000

[power_and_ir_drop]
power_uw = 3240
power_per_cell_area_nw_per_um2 = 51.2
leakage_uw = 0.0239
ir_drop_v = 0.0000411

[grt]
grt_max_degree = 83
grt_pass1_vias = 39123
grt_usage_pct = 22.1
grt_pass1_wl_mm = 280
antenna_found_initial = 12
overflow = 0

[min_path]
hp-class = "in -> reg"
power breakdown:
part           leakage (µW)  internal [µW]  total (µW)  switching (µW)
registers           0.00979           1570        1610            37.1
logic                0.0125            143         400             257
clock network       0.00161            690        1230             542
area by class of cell:
type / count / area [µm²] / area share [%]
Antenna cell: 14 / 35.0 / 0.0554
Clock buffer: 145 / 2950 / 4.66
Clock inverter: 48 / 382 / 0.603
Inverter: 1 / 3.75 / 0.00593
Multi-Input combinational cell: 3165 / 23600 / 37.2
Sequential cell: 1024 / 30700 / 48.6
Tap cell: 2480 / 3100 / 4.90
Timing Repair Buffer: 282 / 2480 / 3.92
Yosys cell counts (all sizes together), types with 2 or more instances:
library cell / number
a21oi: 192
a22o: 128
a22oi: 192
a31oi: 64
and2: 924
buf: 179
clkbuf: 287
edfxtp: 1024
mux2i: 1024
nand2: 197
nand2b: 4
nand3: 193
nand3b: 3
nor2: 35
nor2b: 4
nor3: 64
o21ai: 31
or2: 2
or3: 72
or3b: 2
stage by stage:
stage | util, % | hold slack [ns] | instances
floorplan | - | 6.50 | 4656
global placement | 32.3 | 7.00 | 6952
detailed placement | 32.3 | 7.00 | 6952
CTS | 34.1 | 6.22 | 7145
global route | 34.1 | 6.26 | 7148
finish | 34.2 | 6.27 | 7159
metal layers:
layer	share of wire, %	GRT usage [%]
met1	35	25.0
met2	46	34.1
met3	13	12.3
met4	5.6	10.1
met5	0.16	0.937
logic make-up (layout without fill, tap and decap cells):
| logic type | Yosys count | in the layout | share of synthesized area, % |
|---|---|---|---|
| and+or+nand+nor | 1502 | 1502 | 15.3 |
| muxes | 1024 | 1024 | 18.4 |
| DFF | 1024 | 1024 | 55.1 |
| buffers and inverters | 467 | 476 | 3.94 |
| AOI/OAI and AO/OA | 607 | 607 | 7.30 |
| other | 1 | 46 | 0.00671 |
path summary, 6_finish.rpt:
path	depth (start not counted)	startpoint	endpoint	slack [ns]
min	2	reset_n	registers[19][29]$_SDFFCE_PN0P_	6.27
max	11	rs1_addr[1]	rs1_data[11]	14.08
Power is estimated from default activity; no workload was simulated.
