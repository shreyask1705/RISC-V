<file path="design.v">
module alu (
    input logic [31:0] operand1,
    input logic [31:0] operand2,
    input logic [2:0] alu_op,
    output logic [31:0] result,
    output logic zero
);
    reg [31:0] result_reg;
    always_comb begin
        result_reg = 0;
        zero = 0;
        case (alu_op)
            3'b000: result_reg = operand1 + operand2;  
            3'b001: result_reg = operand1 - operand2;  
            3'b010: result_reg = operand1 & operand2;  
            3'b011: result_reg = operand1 | operand2;  
            3'b100: result_reg = operand1 ^ operand2;  
            3'b101: result_reg = (operand1 < operand2) ? 32'b1 : 32'b0;  
            3'b110: result_reg = (operand1 > operand2) ? 32'b1 : 32'b0;  
            3'b111: zero = (operand1 == operand2) ? 1'b1 : 1'b0;  
            default: result_reg = 32'b0;
        endcase
    end
    assign result = result_reg;
endmodule
</file>
<file path="constraint.sdc">
current_design alu

set clk_period 20.4
set clk_io_pct 0.2

create_clock -name clk0 -period $clk_period

set non_clock_inputs [all_inputs -no_clocks]
set_input_delay [expr $clk_period * $clk_io_pct] -clock clk0 $non_clock_inputs
set_output_delay [expr $clk_period * $clk_io_pct] -clock clk0 [all_outputs]
</file>
<file path="run.sh">
#!/bin/bash
# OpenROAD 26Q1-2900-gdf79404cd8, Yosys 0.63+post, stock flow scripts
make -C /OpenROAD-flow-scripts/flow DESIGN_CONFIG=/design/flow/config.mk WORK_HOME=/design/flow/orfs finish
</file>
<file path="config.mk">
export PLATFORM = sky130hd
export DESIGN_NAME = alu
export DESIGN_NICKNAME = alu
export VERILOG_FILES = /design/flow/design.v
export SDC_FILE = /design/flow/constraint.sdc
export NUM_CORES = 4
export LEC_CHECK = 1
export CORE_UTILIZATION = 40
</file>
==> deck_impl_summary.md <==
Run Summary

Status
  • Status: completed

Logic synthesis
  • Yosys warns: 1
  • Max-area cell share: 0.219
  • Top cells by area: ha_1, a21oi_1, inv_1
  • Ys cells: 841
  • Synth Seq Share: 0
  • Top cells by count: inv_1, ha_1, a21oi_1
  • Most frequent cell after synthesis: inv_1
  • Yosys top cell by area: ha_1
  • Synth cell types: approximately 85
  • Post-Syn Instances: between 800 and 900
  • Yosys chip area: around 5500 sq um
  • Mean Syn Cell Area: 6.53 sq um
  • Synth Cell Area: roughly 5500 sq um

Detailed routing
  • Routed Antenna Nets: 0
  • WL per Instance: approximately 18 um
  • Via count: roughly 6.3k
  • DR vias/cell: 5.83
  • DRC viols: 0
  • Drt total wl: roughly 19 mm
  • Pre-antenna DRT Iters: 5
  • Initial DRC count: 522
  • Diode count: 0

Placed design
  • Routability cong.: 0.951
  • Port Buf Inserts: about 100
  • Final HPWL DP: 15.2 mm

Floorplanning
  • DIE WIDTH: around 120 um
  • Die ar.: 14200 sq um
  • Die height: between 100 and 150 um
  • Fp util: 0.413
  • I/O Pins: about 100
  • Rows: between 40 and 50
  • Core area: 13300 sq um

Global route
  • Largest net degree at the start of global routing: ~80
  • GRT Residual Overflow: 0
  • Antenna violations before repair: 0
  • First-pass GRT wire length: between 30 and 40 mm
  • Vias in the first global route: 5718
  • Global Route Usage Sum: 0.274

Worst setup path
  • Worst Setup End Kind: output pin
  • CP Max Fanout: 4
  • Crit path DAT: between 7 and 8 ns
  • Ordered list of cells on the worst path: clkdlybuf4s50_1 -> ha_1 -> inv_1 -> fa_1 -> nand2b_1 -> a21oi_1 -> nor3_4 -> o21ai_1 -> a31oi_1 -> o41ai_2 -> a21oi_1 -> mux2i_1 -> o21ai_0 -> clkdlybuf4s50_1
  • Worst setup SP type: input port
  • Critical path's slowest cell: clkdlybuf4s50_1
  • CP required: 16.32 ns
  • Setup Crit Path Kind: input port to output pin
  • Max stage delay on crit path: ~0.5 ns

Layout
  • Fillers: between 1k and 1.5k
  • P&R area growth vs syn: 19.2%
  • Flop count: 0
  • Final core occ: 0.492
  • Clkbuf count: 0
  • Sequential cell area: 0 sq um
  • Share of layout cells above drive strength 1: 0.0523

Worst hold path
  • Hold WC Path Type: input port to output pin
  • Min-Delay Path Depth: 5

Flow run
  • Tool warning count: roughly 96
  • Max_cap viols: 0

Power and ir drop
  • Worst vdd ir: approximately 13 uV
  • Pwr dens: about 28 nW/um^2
  • P_leak: slightly below 3 nW

Timing
  • Final hold vios: 0
  • Fmax: approximately 83 MHz
  • Max Slew Vio Count: 0
  • Worst Tran Pin Value: about 0.9 ns
  • Unrepaired setup endpoints after global routing: no
  • Setup TNS Final: 0 ns
  • Setup-failing EPs final: 0
  • Slew headroom: 0.397
  • Final worst path period need: ~12 ns
  • Tcrit/Tclk final: 0.588

Clock network
  • CTS Hold Buffers Added: 0
  • Post_cts resized: 0
  • # Post-CTS Setup Buffers: 0
[layout by cell type, fill, tap and decap left out, types with 5 or more instances in the layout]
master	synthesis	final
o21a_1	7	7
buf_4	4	9
nand3_1	14	14
a31oi_1	13	13
nand2b_1	8	8
a32oi_1	5	5
nor4_1	6	6
o211ai_1	16	16
a21o_1	14	14
a22oi_1	5	5
xnor2_1	7	7
or3_1	7	7
o21ai_0	57	57
o31ai_1	8	8
ha_1	96	96
clkdlybuf4s50_1	0	99
o32a_1	5	5
a211oi_1	12	12
nand2_1	69	69
nor3_1	22	22
inv_1	106	106
a21oi_1	82	82
nand4_1	5	5
o21bai_1	12	12
mux2i_1	12	12
o21ai_1	6	6
nor2b_1	9	9
o221ai_1	5	5
and3_1	8	8
o22ai_1	12	12
nor2_1	81	81
[report_power, final]
group | switching [mW] | internal, mW
combinational | 0.104 | 0.0801
sequential | 0 | 0
clock | 0 | 0
total | 0.104 | 0.0801
[metal layers]
| metal | track usage | wire, um |
|---|---|---|
| met4 | 0.0491 | 337 |
| met2 | 0.430 | 8520 |
| met5 | 0 | 0 |
| met1 | 0.410 | 9190 |
| met3 | 0.0205 | 1210 |
[worst paths after layout]
| kind | startpoint | end | slack, ns |
|---|---|---|---|
| worst max-delay path | operand2[0] | result[28] | 8.41 |
| worst min-delay path | alu_op[0] | result[23] | 9.19 |
[cell type report]
cell class,count,area [sq um],area share
Inverter,107,402,0.0614
Multi-Input combinational cell,683,4860,0.742
Tap cell,176,220,0.0336
Timing Repair Buffer,109,1060,0.162
[through the flow]
step                power [mW]  std cells  hold slack, ns  setup WS (ns)  instance area (sq um)
floorplan                0.118        841            8.43          10.04                   5490
global placement         0.183       1075            9.22           8.48                   6550
detailed placement       0.182       1075            9.21           8.40                   6550
CTS                      0.183       1075            9.22           8.39                   6550
global route             0.203       1075            9.27           8.15                   6550
finish                   0.184       1075            9.19           8.41                   6550
[cells by family after synthesis]
group                      synth area share
and+or+nand+nor                       0.209
AOI/OAI and AO/OA                     0.414
adders and majority gates             0.226
buffers and inverters                 0.115
muxes                                0.0239
xor gates and xnor gates             0.0128
[worst max-delay path: cells and delay by family]
kind	cells	cell delay, ns
multiplexers	1	0.14
AND-OR/OR-AND	6	1.66
AND/OR/NAND/NOR	2	0.28
buffers and inverters	3	1.09
adder cells (fa/ha/maj)	2	0.64
Power is estimated from default activity; no workload was simulated.
