File: design/flow/config.mk
export PLATFORM = sky130hd
export DESIGN_NAME = immediate
export DESIGN_NICKNAME = immediate
export VERILOG_FILES = /design/flow/design.v
export SDC_FILE = /design/flow/constraint.sdc
export NUM_CORES = 4
export LEC_CHECK = 1
export CORE_AREA = 10 10 70 70
export DIE_AREA = 0 0 80 80
File: design/flow/constraint.sdc
current_design immediate

set clk_period 1.3
set clk_io_pct 0.2

create_clock -name clk0 -period $clk_period

set non_clock_inputs [all_inputs -no_clocks]
set_input_delay [expr $clk_period * $clk_io_pct] -clock clk0 $non_clock_inputs
set_output_delay [expr $clk_period * $clk_io_pct] -clock clk0 [all_outputs]
File: design/flow/design.v
module immediate (
    input logic [1:0] ImmSrc,
    input logic [31:0] instruction,
    output logic [31:0] immediate_extended
);
    reg [31:0] immediate_extended_reg;
    always_comb begin : immediate_comb
        case (ImmSrc) 
            2'b00 : begin  
                immediate_extended_reg = {{20{instruction[31]}}, instruction[31:20]};
            end
            2'b01 : begin  
                immediate_extended_reg = {{20{instruction[31]}},instruction[31:25], instruction[11:7]};
            end
            2'b10 : begin  
                immediate_extended_reg = {{20{instruction[31]}}, instruction[7], instruction[30:25], instruction[11:8], 1'b0};
            end
            2'b11 : begin  
                immediate_extended_reg = {{12{instruction[31]}}, instruction[19:12], instruction[20], instruction[30:21], 1'b0};
            end
            default : begin 
                immediate_extended_reg = 32'bX;
            end
        endcase
    end
    assign immediate_extended = immediate_extended_reg;
endmodule
File: design/flow/run.sh
#!/bin/bash
# OpenROAD 26Q1-2900-gdf79404cd8, Yosys 0.63+post, stock flow scripts
make -C /OpenROAD-flow-scripts/flow DESIGN_CONFIG=/design/flow/config.mk WORK_HOME=/design/flow/orfs finish
==> impl_metrics.toml <==
# flow metrics
[run_status]
outcome = "finished, violations left"
failed_checks = "negative setup slack"

[logic_synthesis]
topCombFamilyByArea = "buffers and inverters"
top_area_share_pct = 44.19
top_cells_by_area = "buf_4 44%, a31o_2 22%, mux2_2 14%"
yosysTopAreaCell = "buf_4"
yosys.area_share.adder_pct = 0
synth.distinct_cells = 9
ys_area_sq_um = 322.8
ys_sh_simple_pct = 2.326
ys_cells = 39
aoi_share_pct = 26.74
netlist_instances = 39
ys.warnings.count = 1
syn-cell-area_sq_um = 322.8
post_synth.cell_area_avg_sq_um = 8.277
mux_area_share_pct = 20.16
yosysSeqAreaShare_pct = 0
xor_share_pct = 5.039

[finish]
final_cell_mix = "27 x clkdlybuf4s50_1, 14 x buf_6, 8 x buf_2, 5 x buf_4"
nFillCells = 374
stdcell_area_sq_um = 860.8
final_layout_size_suffix_gt1_share_pct = 55.70
lay_top_count = "clkdlybuf4s50_1"
logic_area_sq_um = 232.7
regArea_sq_um = 0
area_growth_syn_to_layout_pct = 166.7
fin_util_pct = 25.20
ff_count = 0
nClkBuffers = 0
fin_cells = 125

[die]
fp_util_pct = 9.451
core_sq_um = 3416
io_pins = 66
row_count = 21
die_x_microns = 80
chipArea_sq_um = 6400
die_h_microns = 80

[timing]
tns_ps = -291.6
rsz0062_at_grt = "yes"
setup_viol = 6
timing_hold_violations_final = 0
hold_ws_ps = 520.0
timing.final.crit_share_pct = 111.2
tightestPinTransition_ps = 243.9
finalCriticalPeriod_ps = 1446
finalMaxSlewViolations = 0
slew_headroom_pct = 83.70
fmax_mhz = 691.5
worst_slack_ps = -146.2

[routing]
totalWireLength_microns = 1641
antenna_cells = 0
drc = 0
met2_length_microns = 814
dr_wl_met3_microns = 140
top_layer = "met3"
num_vias = 405
ant_nets = 0
wire_per_inst_microns = 13.13
drt-met1-wl_microns = 686
dr.pass1.iters = 3
viasPerCell = 3.240
dr.first_iter.drc_count = 5

[setup_path]
cpMostUsedCell = "buf_6"
crit_path_cell_trace = "buf_8 -> xor2_2 -> buf_4 -> buf_6 -> mux2_4 -> buf_6"
end_kind = "output pin"
worstPathArrival_ps = 1190
crit_slowest_cell = "mux2_4"
cp_max_fo = 3
critPathMaxStageDelay_ps = 290
required_ps = 1040
start_kind = "primary input"
critPathKind = "primary input to output pin"

[worst_hold_path]
hp-start = "instruction[30]"
whs_endpoint = "immediate_extended[10]"
holdPathStages = 0
hold_class = "primary input to output pin"

[global_route]
grt_usage_pct = 4.551
grt_max_degree = 14
antenna_found_initial = 0
overflow = 0
grt_pass1_vias = 417
grt_first_pass_wirelength_microns = 2435

[place]
dp_hpwl_microns = 1320
port_buffers = 47
place_ws_ps = -771.5
dpl-instance-area_sq_um = 748.2
place.gp.congestion = 0.8048
dpl.cell_count = 118

[job]
tool_warnings = 41
cap_viol_max_count = 0

[clock_network]
cts_hold_buf = 0

[pwr]
powerDensity_nw_per_um2 = 351.4
power_mw = 0.3025
leakage_nw = 0.3906
ir_worst_vdd_mv = 0.07147
## per-layer routing
layer	vias up	GRT usage, %
li1	201	-
met1	183	5.743
met2	21	7.865
met3	0	1.250
met4	0	0.1761
met5	-	0
## Yosys cell counts
master	number
mux2_2	4
xor2_2	1
buf_4	19
buf_2	1
nor2_1	2
a21oi_1	1
a31o_2	8
mux2i_1	2
a21boi_2	1
## where the power goes
| part | switching (mW) | internal [mW] |
|---|---|---|
| sequential | 0 | 0 |
| combinational | 0.0797 | 0.223 |
| clock | 0 | 0 |
## kinds of logic after synthesis
family          Yosys count
buf+inv                  20
compound gates           10
mux                       6
xor+xnor                  1
simple gates              2
## final cells by class
type / count / share of cell area, %
timing repair buffer: 60 / 66.28
multi-input combinational: 19 / 27.03
tap: 46 / 6.686
## repair_timing
item,4_1_cts,5_1_grt
buffers inserted,8,1
resized,75,12
setup endpoints to repair,26,22
pin swaps,8,4
## critical path, delay by kind of cell
family / cells / cell delay (ps)
buffers and inverters: 4 / 470
multiplexers: 1 / 290
XOR/XNOR: 1 / 170
## worst max path at each step
stage | from | endpoint | slack [ps] | depth (start not counted)
after global routing | ImmSrc[0] | immediate_extended[3] | -180 | 6
after CTS | ImmSrc[1] | immediate_extended[3] | -140 | 6
final | ImmSrc[0] | immediate_extended[3] | -150 | 6
Power and IR drop assume default switching activity.
